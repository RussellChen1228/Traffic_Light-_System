$ cat ./design.v
module TLS(clk, reset, Set, Stop, Jump, Gin, Yin, Rin, Gout, Yout, Rout);
input           clk;
input           reset;
input           Set;
input           Stop;
input           Jump;
input     [3:0] Gin;
input     [3:0] Yin;
input     [3:0] Rin;
output    Gout;
output    Yout;
output    Rout;
wire Recount_counter;
Control Control(
    .clk(clk),
    .rst(reset),
    .Set(Set),
    .Jump(Jump),
    .Stop(Stop),
    .Recount_counter(Recount_counter),
    .Rout(Rout),
    .Gout(Gout),
    .Yout(Yout)
);
Datapath Datapath(
    .clk(clk),
    .rst(reset),
    .Stop(Stop),
    .Set(Set),
    .Jump(Jump),
    .Gin(Gin),
    .Yin(Yin),
    .Rin(Rin),
    .RGY({Rout, Gout, Yout}),
    .Recount(Recount_counter)
);
endmodule
module Datapath(clk, rst, Set, Stop, Jump, Rin, Yin, Gin, RGY, Recount);
    input clk, rst, Set, Stop, Jump;
    input [3:0] Gin, Yin, Rin;
    input [2:0] RGY;
    output Recount;
    wire [3:0] Current_time;
    Compare compare(
        .clk(clk),
        .Set(Set),
        .Stop(Stop),
        .RGY(RGY),
        .Rin(Rin),
        .Yin(Yin),
        .Gin(Gin),
        .Current_time(Current_time),
        .Recount_counter(Recount)
    );
    Counter counter(
        .clk(clk),
        .rst(rst),
        .Set(Set),
        .Stop(Stop),
        .Jump(Jump),
        .Recount_counter(Recount),
        .Count_out(Current_time)
    );
endmodule
module Control (clk, rst, Set, Jump, Stop, Recount_counter, Rout, Gout, Yout);
    input clk, rst, Set, Jump, Stop, Recount_counter;
    output [3:0] Rout, Gout, Yout;
    reg[1:0] currentstate, nextstate;
    reg Rout, Gout, Yout;
    parameter [1:0] Red_Light = 0 , Green_Light = 1, Yellow_Light = 2;
    always @(posedge  clk) begin
        if(rst | Set) begin
            currentstate <= Green_Light;
        end
        else if(Jump) begin
            currentstate  <= Red_Light;
        end
        else if(Stop) begin
            currentstate <= currentstate;
        end
        else begin
            currentstate <= nextstate;
        end
    end
    always @(*) begin
        case(currentstate)
            Red_Light: begin
                if (Recount_counter)
                    nextstate = Green_Light;
                else
                    nextstate = Red_Light ;
            end
            Green_Light: begin
                if(Recount_counter)
                    nextstate = Yellow_Light;
                else 
                    nextstate = Green_Light ;
            end
            Yellow_Light: begin
                if(Recount_counter)
                    nextstate = Red_Light;
                else
                    nextstate = Yellow_Light;
            end
            default : 
                nextstate = Green_Light;
        endcase
    end
    always @(currentstate) begin
        case(currentstate)
            Red_Light:
            begin
                Rout = 1'b1;
                Gout = 1'b0;
                Yout = 1'b0;
            end
            Green_Light: 
            begin
                Rout = 1'b0;
                Gout = 1'b1;
                Yout = 1'b0;
            end
            Yellow_Light: 
            begin
                Rout = 1'b0;
                Gout = 1'b0;
                Yout = 1'b1;
            end
            default:
            begin
                Rout = 1'b0;
                Gout = 1'b0;
                Yout = 1'b0;
            end
        endcase
    end
endmodule
module Counter(clk, rst, Set, Stop, Jump, Recount_counter, Count_out);
    input clk , rst , Set, Stop, Jump, Recount_counter;
    output [3:0] Count_out;
    reg [3:0] Count_out;
    always @(posedge  clk) begin
        if(rst | Jump | Set | Recount_counter) begin
            Count_out <= 1;
        end
        else if(Stop) begin
            Count_out <= Count_out;
        end
        else begin
            Count_out <= Count_out + 1;
        end
    end
endmodule
module Compare(clk, Set, Stop,RGY, Rin, Yin, Gin, Current_time, Recount_counter);
    input clk, Set, Stop;
    input [2:0] RGY;
    input [3:0] Current_time;
    input [3:0] Gin, Yin, Rin;
    output Recount_counter;
    reg [3:0] R_time, Y_time, G_time;
    reg Recount_counter;
    always @(posedge clk)begin
        if (Set) begin
            R_time <= Rin;
            Y_time <= Yin;
            G_time <= Gin;
        end
        else begin
            R_time <= R_time;
            Y_time <= Y_time;
            G_time <= G_time;
        end
    end
    always @(*)begin
        case(RGY)
            3'b100: begin
                if(Current_time == R_time && Stop != 1) begin
                    Recount_counter = 1;
                end
                else begin
                    Recount_counter = 0;
                end
            end
            3'b001: begin
                if(Current_time == Y_time && Stop != 1) begin
                    Recount_counter = 1;
                end
                else begin
                    Recount_counter = 0;
                end
            end
            3'b010: begin
                if(Current_time == G_time && Stop != 1) begin
                    Recount_counter = 1;
                end
                else begin
                    Recount_counter = 0;
                end
            end
            default: begin
                Recount_counter = 1;
            end
        endcase
    end
endmodule
$ cat ./run.sh
#!/bin/bash
# OpenROAD 26Q1-2900-gdf79404cd8, Yosys 0.63+post, stock flow scripts
make -C /OpenROAD-flow-scripts/flow DESIGN_CONFIG=/design/flow/config.mk WORK_HOME=/design/flow/orfs finish
$ cat ./config.mk
export PLATFORM = sky130hd
export DESIGN_NAME = TLS
export DESIGN_NICKNAME = TLS
export VERILOG_FILES = /design/flow/design.v
export SDC_FILE = /design/flow/constraint.sdc
export NUM_CORES = 4
export LEC_CHECK = 1
export CORE_AREA = 10 10 80 80
export DIE_AREA = 0 0 90 90
$ cat ./constraint.sdc
current_design TLS

set clk_period 4.4
set clk_io_pct 0.2

create_clock -name clk0 -period $clk_period [get_ports {clk}]

set non_clock_inputs [all_inputs -no_clocks]
set_input_delay [expr $clk_period * $clk_io_pct] -clock clk0 $non_clock_inputs
set_output_delay [expr $clk_period * $clk_io_pct] -clock clk0 [all_outputs]
==> run_results.csv <==
group,metric,value,unit
sta,transition_at_the_pin_with_the_smallest_max_transition_slack,0.624,ns
logic_synthesis,synth_flops,19,
floorplanning,placement_rows,25,
routing,routed_via_density,3.92,
critical_path,timing.critical_path.from_type,"flip-flop",
global_routing,grt.total_usage,0.0481,
logic_synthesis,netlist_top_cells_area,"sky130_fd_sc_hd__edfxtp_1 (38%), sky130_fd_sc_hd__dfxtp_1 (15%), sky130_fd_sc_hd__o32a_1 (4.2%)",
critical_path,category_of_the_worst_setup_path_capture_point,"output pin",
sta,worst_case_headroom_to_the_max_slew_limit,0.582,
logic_synthesis,synth.avg_cell_area,11.5,um2
clock_tree,cts-htree-levels,1,
routing,avgRoutedWirePerCell,11.2,um
min_path,hp-class,"flip-flop to flip-flop",
critical_path,crit_path_cell_trace,"clkdlybuf4s50_1",
clock_tree,holdBufCountCts,0,
routing,drt.antenna.violating_nets,0,
floorplanning,initial_core_util,0.202,
global_routing,global_route.overflow_total,0,
sta,fin_worst_skew,0.00217,ns
critical_path,cp_num_buf_inv,1,
clock_tree,cts_resized,0,
clock_tree,clk_pin_slew_worst_paths,0.07,ns
critical_path,r2r-end,"Control.currentstate[1]",
placement,portBuffers,19,
pwr,leakage,0.449,nW
floorplanning,i_o_pin_count,20,
routing,drc_errors,0,
routing,drtIter0Drc,35,
logic_synthesis,synth-area-yosys,952,um2
pwr,intPower,0.000297,W
routing,pre_antenna_drt_iters,4,
critical_path,worstSetupPathType,"flip-flop to output pin",
run_status,run_status,"complete, no violations",
logic_synthesis,fraction_of_synthesized_cell_area_in_xor_and_xnor_cells,0.0368,
sta,fin_tns_setup,0,ns
routing,via_count,670,
final_layout,areaGrowthSynthToFinish,31.5,%
flow_run,cap_viol_max_count,0,
logic_synthesis,netlist.area_leader.share,0.378,
critical_path,timing.critical_path.max_delay_family,"flip-flops",
sta,finalMaxSlewViolations,0,
final_layout,lay_top_count,"sky130_fd_sc_hd__clkdlybuf4s50_1",
clock_tree,post_cts.repair.setup_buffers,0,
placement,pre_cts_ws,1.83,ns
critical_path,timing.reg2reg.setup_slack,2.35,ns
logic_synthesis,simple_gate_area_frac,0.162,
min_path,whs_endpoint,"Datapath.counter.Count_out[0]",
critical_path,worst_r2r_path_depth,7,
sta,setup_violations,0,
global_routing,grt_pass1_vias,674,
pwr,switching_share,0.215,
logic_synthesis,synth.cellmix.adderShare,0.0131,
pwr,power_frac_seq,0.547,
routing,wl,1920,um
critical_path,crit_fanout,15,
sta,achievable-frequency,430,MHz
min_path,holdCritStartpoint,"Datapath.counter.Count_out[0]",
final_layout,final_cell_mix,"sky130_fd_sc_hd__clkdlybuf4s50_1 (19), sky130_fd_sc_hd__edfxtp_1 (12), sky130_fd_sc_hd__dfxtp_1 (7)",
logic_synthesis,synth-seq-area-share,0.526,
critical_path,timing.critical_path.required,3.52,ns
critical_path,r2r_start,"Control.currentstate[0]",
logic_synthesis,synth.yosys.num_cells,83,
logic_synthesis,synth_cell_types,34,
clock_tree,cts.path.max_buffers,2,
sta,final_worst_slack,2.07,ns
logic_synthesis,synth.cellmix.compoundShare,0.185,
final_layout,post_route_cells_drive_above_1_share,0.0865,
routing,route.antenna.diode_count,0,
clock_tree,root_buffer,"sky130_fd_sc_hd__clkbuf_8",
logic_synthesis,synthesis.area,952,um2
placement,detailedPlacementHpwl,1490,um
global_routing,pin_count_of_the_biggest_net_entering_global_routing,16,
floorplanning,floorplan.die.width,90,um
pwr,total_power_per_unit_cell_area,302,mW/mm2
sta,min_period_over_period,0.529,
clock_tree,insertion_delay,0.25,ns
logic_synthesis,synth_async_sr_flop_share,0,
floorplanning,die_h,90,um
critical_path,crit_start,"Control.currentstate[0]",
pwr,netsw,0.0000815,W
logic_synthesis,post-synth-top-area-cell,"sky130_fd_sc_hd__edfxtp_1",
pwr,power.share.clock,0.311,
clock_tree,cts.sinks,19,
global_routing,wire_length_of_the_first_global_routing_pass,3320,um
logic_synthesis,yosys_warnings,6,
logic_synthesis,synthCells,83,
floorplanning,core-area,0.00472,mm2
pwr,pwr-share-comb,0.142,
floorplanning,chip_area,0.00810,mm2
clock_tree,clock_tree_from_tritoncts,"done",
sta,period_minus_slack,2.33,ns
global_routing,grt_antenna_before_repair,0,
critical_path,cp_data_arrival_time,1.45,ns
critical_path,slowest_stage,"sky130_fd_sc_hd__dfxtp_1",
clock_tree,cts_made_buffers,3,
critical_path,cp_slowest_stage_delay,0.63,ns
flow_run,tool_warnings,25,
placement,finalWeightedCongestion,0.855,
logic_synthesis,edf_count,12,
logic_synthesis,synth.comb.largest_family,"AND-OR/OR-AND gates",
sta,finalHoldViolations,0,
pwr,ir_worst_vdd,0.000117,V
min_path,timing.hold.worst_path_depth,2,
logic_synthesis,synth_flop_type,"sky130_fd_sc_hd__edfxtp_1",
sta,grt_setup_unrepaired,"false",
logic_synthesis,mux_area_frac,0.0315,
==> cell families (layout without fill, tap and decap cells) <==
kind of cell	count (synthesis)	in the layout
AOI/OAI and AO/OA	24	24
xor gates and xnor gates	4	4
adders and majority gates	1	1
buffers and inverters	8	29
DFF	19	19
muxes	3	3
and+or+nand+nor	24	24
==> cells in the mapped netlist (all sizes together), types with 3 or more instances <==
| library cell | n |
|---|---|
| a21o | 5 |
| a21oi | 6 |
| dfxtp | 7 |
| edfxtp | 12 |
| inv | 6 |
| mux2i | 3 |
| nand2 | 4 |
| nand2b | 3 |
| nand3 | 3 |
| o21ai | 6 |
| o32a | 4 |
| xor2 | 3 |
==> final cells by class <==
cell class                      count  area (um2)
Inverter                            6        25.0
Timing Repair Buffer               19         190
Fill cell                         496        3470
Clock buffer                        4        45.0
Multi-Input combinational cell     56         408
Tap cell                           67        83.8
Sequential cell                    19         500
==> sequential cells by signal, summed over array words and instances, names as in the netlist <==
| name | cells |
|---|---|
| Datapath.compare.G_time | 4 |
| Datapath.compare.R_time | 4 |
| Datapath.compare.Y_time | 4 |
| Datapath.counter.Count_out | 4 |
| Control.currentstate | 3 |
==> layer usage <==
metal	wire length, um	vias to the layer above	track usage
met4	0	0	0.00398
li1	-	348	-
met5	0	-	0
met3	79	0	0.0134
met1	968	311	0.0701
met2	868	11	0.0726
==> metrics by stage <==
| stage | util | hold slack (ns) | instances | cell area [um2] | power (W) |
|---|---|---|---|---|---|
| 6_report | 0.265 | 0.575 | 171 | 1250 | 0.000379 |
| 5_1_grt | 0.265 | 0.605 | 171 | 1250 | 0.000401 |
| 4_1_cts | 0.265 | 0.567 | 171 | 1250 | 0.000383 |
| 3_5_place_dp | 0.256 | 0.547 | 167 | 1210 | 0.000265 |
| 3_3_place_gp | 0.256 | 0.537 | 167 | 1210 | 0.000264 |
| 2_1_floorplan | - | 0.507 | 83 | 952 | 0.000239 |
==> power by group through the flow <==
stage,registers [W],logic [W],clock network [W]
global route,0.000209,0.0000596,0.000133
CTS,0.000207,0.0000542,0.000122
finish,0.000207,0.0000538,0.000118
==> worst max-delay path by stage <==
stage                                    to  cells past startpoint
finish                                 Gout                      1
global route  Datapath.counter.Count_out[3]                      5
CTS                                    Gout                      1
Power is estimated from default activity; no workload was simulated.
